**design/flow/run.sh**
```bash
#!/bin/bash
# OpenROAD 26Q1-2900-gdf79404cd8, Yosys 0.63+post, stock flow scripts
make -C /OpenROAD-flow-scripts/flow DESIGN_CONFIG=/design/flow/config.mk WORK_HOME=/design/flow/orfs finish
```
**design/flow/config.mk**
```make
export PLATFORM = sky130hd
export DESIGN_NAME = Fifo
export DESIGN_NICKNAME = Fifo
export VERILOG_FILES = /design/flow/design.v
export SDC_FILE = /design/flow/constraint.sdc
export NUM_CORES = 4
export LEC_CHECK = 1
export CORE_UTILIZATION = 30
```
**design/flow/constraint.sdc**
```tcl
current_design Fifo

set clk_period 9.1
set clk_io_pct 0.2

create_clock -name clk0 -period $clk_period [get_ports {clk}]

set non_clock_inputs [all_inputs -no_clocks]
set_input_delay [expr $clk_period * $clk_io_pct] -clock clk0 $non_clock_inputs
set_output_delay [expr $clk_period * $clk_io_pct] -clock clk0 [all_outputs]
```
**design/flow/design.v**
```verilog
module Fifo (
      input  [7:0] io_dataIn,
      output [7:0] io_dataOut,
      input   io_read,
      input   io_write,
      output  io_full,
      output  io_empty,
      input   clk,
      input   reset);
  wire [7:0] _zz_5;
  wire [4:0] _zz_6;
  wire [4:0] _zz_7;
  wire [7:0] _zz_8;
  wire  _zz_9;
  reg [4:0] head;
  reg [4:0] tail;
  reg  full;
  reg  empty;
  reg  _zz_1;
  reg  _zz_2;
  reg  _zz_3;
  reg  _zz_4;
  reg [7:0] mem [0:31];
  assign _zz_6 = (head + (5'b00001));
  assign _zz_7 = (tail + (5'b00001));
  assign _zz_8 = io_dataIn;
  assign _zz_9 = ((! full) && io_write);
  always @ (posedge clk) begin
    if(_zz_9) begin
      mem[head] <= _zz_8;
    end
  end
  assign _zz_5 = mem[tail];
  assign io_dataOut = _zz_5;
  assign io_empty = empty;
  assign io_full = full;
  always @ (posedge clk or posedge reset) begin
    if (reset) begin
      head <= (5'b00000);
      tail <= (5'b00000);
      full <= 1'b0;
      empty <= 1'b1;
    end else begin
      if(((io_write && (! _zz_1)) && (! io_read)))begin
        if((! full))begin
          head <= (head + (5'b00001));
          full <= (_zz_6 == tail);
          empty <= 1'b0;
        end
      end
      if(((! io_write) && (io_read && (! _zz_2))))begin
        if((! empty))begin
          tail <= (tail + (5'b00001));
          empty <= (_zz_7 == head);
          full <= 1'b0;
        end
      end
      if(((io_write && (! _zz_3)) && (io_read && (! _zz_4))))begin
        if(full)begin
          tail <= (tail + (5'b00001));
          full <= 1'b0;
        end
        if(empty)begin
          head <= (head + (5'b00001));
          empty <= 1'b0;
        end
        if(((! full) && (! empty)))begin
          tail <= (tail + (5'b00001));
          head <= (head + (5'b00001));
        end
      end
    end
  end
  always @ (posedge clk) begin
    _zz_1 <= io_write;
    _zz_2 <= io_read;
    _zz_3 <= io_write;
    _zz_4 <= io_read;
  end
endmodule
```
==> run summary <==
Implementation progress

In the final report, the number of hold violations comes to 0. The count of flip-flops with a built-in enable after synthesis stands at 256. The OpenROAD report gives the critical path a required time of 7280 ps.

The pre-antenna-repair detailed-routing pass consisted of 4 iterations. The number of warnings issued by yosys stands at 1. The tree is rooted in a clkbuf_16.

The main area contributors are edfxtp_1 (72%), mux4_2 (17%), dfrtp_1 (2.6%), nor2_1 (1.2%), mux2_2 (0.94%). Yosys shows that the main logic family after synthesis is multiplexers. The synthesized netlist devotes 0.583% of its cell area to adder and majority cells. The number of nets still failing antenna checks after routing stands at 0. The number of OpenROAD warnings stands at 28. Looking at the hold checks, the worst path lands on empty$_DFF_PP1_.

The transition time recorded at the tightest slew-check pin is 1160 ps. For the worst reg-to-reg path, the startpoint reported by OpenROAD is head[2]$_DFF_PP0_. CTS built an H-tree with a depth of 1. The distinct cell type count after synthesis stands at 34. The arrival time of the worst setup path stands at 3790 ps. The worst setup path is launched from a register. The synthesized netlist handed to floorplanning was reported with a cell count of 500. After floorplanning, the core was sized to cover 34,900 um2. The cell type that accounts for the most area after synthesis is edfxtp_1. The maximum fanout along the worst path stands at 36. Per the final layout report, the fraction of cells sized above drive strength 1 comes to 27.1%. The final layout contains routed wiring with a total length of 22,200 um. Buffers added to address setup during post-CTS repair amount to 0. TritonCTS built the clock tree. The number of max-capacitance violations reported stands at 0. The clock buffer count from CTS stands at 26.

The initialized floorplan defines 68 standard-cell rows. The worst voltage drop across the vdd grid stands at 0.141 mV. The synth_stat.txt file lists the number of cells as 500. The iteration-0 DRC count of the detailed router stands at 344.

The DRC violation count after routing stands at 0. For this run, the leading register cell type out of synthesis is edfxtp_1. The routed design shows a wire length per standard cell of 21.6 um. The share of Yosys cell area claimed by the top area cell type stands at 71.7%. The fraction of registers with async set or reset after synthesis stands at 4.44%. Summing the areas of all compound-gate instances in the mapped netlist gives 0.921% of the synthesized area. The register bit total from synthesis stands at 270.

The full die area stands at 36,500 um2. The timing-limited maximum frequency stands at 0.178 GHz. Dividing the final minimum period by the clock period gives 61.7%. For reference, the most critical setup path is categorized as reg2out. The post-synthesis share of cell area spent on and, or, nand and nor gates stands at 3.21%.

The chip area estimate from yosys synthesis stands at 10,700 um2. The register-to-register setup slack stands at 6650 ps. In this run the layout overhead on the synthesized area is reported as 15.2%. The leakage power stands at 0.00381 uW. The height of the die stands at 191 um. The horizontal extent of the die stands at 191 um. STA classifies the critical path endpoint as a primary output.

In the global route stage, overall resource usage came out at 13.7%. The clock arrives with 18.9 ps of skew. The min-delay analysis places its worst path in the category reg2reg. The capture point of the worst register-to-register path is recorded as mem[20][2]$_DFFE_PP_. The number of global-route vias before repair is 5,576. The first global-routing pass estimated 34,300 um of wire. The final route contains 5,015 vias. On the reported timing paths, the clock transition at the registers reads 60 ps. Setup slack closes at 3490 ps. The number of hold buffers added after CTS was 0. The number of antenna violations at the first check in global routing came to 1. In the Yosys report, the sequential cells make up 74.8% of the chip area.

For this design the top-level I/O count stands at 22. The maximum number of buffers from clock root to sink stands at 3. The aggregate global routing overflow stands at 0.

In the floorplan report the effective utilization is 30.8%. The filler cells instantiated in the layout total 3,165. The final timing report derives a shortest allowable period of 5610 ps. The share of the synthesized netlist area taken by xor and xnor gates stands at 1.31%.

The final layout reports a setup TNS of 0 ps. The report gives the cell count of the worst hold path as 1. Sorting the synthesized cells by how often they occur yields edfxtp_1 (256), mux4_2 (80), nor2_1 (34), nand2_1 (16), clkbuf_1 (14). The flow ran to the end, and the final reports show no timing, DRC or antenna violations. The total count of max-transition violations in the final report stands at 0. The count of input and output buffers stands at 21. The end-of-flow timing check tallies setup violations at 0. The post-cts repair resize count stands at 0. For this run, the detailed router reports a per-instance via density of 4.89. The number of clock sinks came to 270. Per the hold report, the tightest min-delay path originates at empty$_DFF_PP1_. Sorting the synthesis cell report by count puts at the top edfxtp_1. The power density relative to cell area stands at 288 nW/um2. The worst register-to-register path has a depth of 3.

The half-perimeter wire length after placement stands at 13,400 um. The synthesis run shows multiplexers occupying 17.7% of the cell area. The weighted congestion at the end of routability-driven global placement stands at 0.819. Setup repair after global routing left no endpoint under its margin. The pin count of the biggest net entering global routing stands at 37. The clock insertion delay at the later pin of the skew report stands at 540 ps. Headroom to the max-slew limit came out at 22.1%. The mean instance size in the synthesized netlist stands at 21.5 um2. The post-synthesis instance area stands at 10,700 um2.

The pre-CTS setup slack stands at 4030 ps.
[layer usage]
layer  vias up  GRT usage [%]  routed length, um
met4         0           1.98                383
met2       288           20.5              10400
met3        28           10.2               3400
li1       2167              -                  -
met5         -              0                  0
met1      2532           16.7               7990
[worst max path at each step]
stage / from / to / slack, ps / cells past startpoint
4_1_cts: tail[1]$_DFF_PP0_ / io_dataOut[2] / 3440 / 5
5_1_grt: tail[1]$_DFF_PP0_ / io_dataOut[5] / 3340 / 5
6_report: tail[1]$_DFF_PP0_ / io_dataOut[2] / 3490 / 5
[final cells by class]
| class | count | area [um2] | share of cell area, % |
|---|---|---|---|
| clock inverters | 11 | 68.8 | 0.557 |
| inverters | 5 | 18.8 | 0.152 |
| well taps | 455 | 569 | 4.61 |
| repair buffers | 50 | 428 | 3.46 |
| multi-input cells | 198 | 2550 | 20.6 |
| flip-flops and latches | 270 | 8030 | 65.0 |
| clock buffers | 35 | 684 | 5.54 |
| diodes | 1 | 2.50 | 0.0203 |
[where the power goes]
part,switching [uW],internal (uW),leakage (uW)
clock network,435,528,0.000355
logic,454,582,0.000992
registers,121,1440,0.00247
[cell families after synthesis]
kind of cell / count (synthesis)
buf+inv: 32
simple gates: 74
flops: 270
mux: 89
fa+ha+maj: 5
xor+xnor: 16
compound gates: 14
[state kept, by name, summed over array words and instances, names as in the netlist]
register  flops
full          1
empty         1
_zz_3         1
mem         256
tail          5
_zz_4         1
head          5
[metrics by stage]
stage	hold slack, ps	utilization, %	instances	instance area [um2]	total power [uW]
2_1_floorplan	531	-	500	10700	2280
3_3_place_gp	593	33.2	978	11600	2630
3_5_place_dp	596	33.2	978	11600	2640
4_1_cts	605	35.4	1024	12400	3610
5_1_grt	617	35.4	1024	12400	3740
6_report	605	35.4	1025	12400	3560
[worst max-delay path: stages, from the launching register on]
cell	delay [ps]
dfrtp_2	960
buf_4	580
mux4_2	420
mux4_2	510
mux2_2	310
clkdlybuf4s50_1	430
[layout by cell type, fill, tap and decap left out, types with 3 or more instances in the layout]
cell type,instances
edfxtp_1,256
nand4_1,4
clkbuf_1,9
xor2_1,8
clkbuf_16,26
nand3b_1,3
mux4_2,80
buf_4,29
xnor2_1,8
clkdlybuf4s50_1,21
dfrtp_1,9
inv_1,5
nand2_1,16
nand3_1,3
o21ai_0,4
ha_1,5
nor2_1,34
clkinv_1,7
nand2b_1,5
mux2_2,9
Power figures rest on the tool's default switching activity, not on a simulated workload.
