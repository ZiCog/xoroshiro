### /design/flow/constraint.sdc
current_design Xoroshiro64PlusPlus

set clk_period 27.4
set clk_io_pct 0.2

create_clock -name clk0 -period $clk_period [get_ports {clk}]

set non_clock_inputs [all_inputs -no_clocks]
set_input_delay [expr $clk_period * $clk_io_pct] -clock clk0 $non_clock_inputs
set_output_delay [expr $clk_period * $clk_io_pct] -clock clk0 [all_outputs]
### /design/flow/run.sh
#!/bin/bash
# OpenROAD 26Q1-2900-gdf79404cd8, Yosys 0.63+post, stock flow scripts
make -C /OpenROAD-flow-scripts/flow DESIGN_CONFIG=/design/flow/config.mk WORK_HOME=/design/flow/orfs finish
### /design/flow/design.v
module Xoroshiro64PlusPlus (
      output [31:0] io_prng,
      input   io_next,
      input   clk,
      input   reset);
  wire [31:0] _zz_3;
  reg [31:0] s0;
  reg [31:0] s1;
  wire [31:0] s0_;
  wire [31:0] _zz_1;
  wire [31:0] s1_;
  wire [31:0] _zz_2;
  assign _zz_3 = ((s1 ^ s0) <<< 9);
  assign s0_ = (({s0[5 : 0],s0[31 : 6]} ^ (s1 ^ s0)) ^ _zz_3);
  assign _zz_1 = (s1 ^ s0);
  assign s1_ = {_zz_1[18 : 0],_zz_1[31 : 19]};
  assign _zz_2 = (s0_ + s1_);
  assign io_prng = ({_zz_2[14 : 0],_zz_2[31 : 15]} + s0_);
  always @ (posedge clk or posedge reset) begin
    if (reset) begin
      s0 <= (32'b00000000000000000000000000000001);
      s1 <= (32'b00000000000000000000000000000000);
    end else begin
      if(io_next)begin
        s0 <= s0_;
        s1 <= s1_;
      end
    end
  end
endmodule
### /design/flow/config.mk
export PLATFORM = sky130hd
export DESIGN_NAME = Xoroshiro64PlusPlus
export DESIGN_NICKNAME = Xoroshiro64PlusPlus
export VERILOG_FILES = /design/flow/design.v
export SDC_FILE = /design/flow/constraint.sdc
export NUM_CORES = 4
export LEC_CHECK = 1
export CORE_UTILIZATION = 40
==> deck_impl_summary.md <==
Synthesis and Place & Route Summary

Run status
  • Outcome: completed

Clocking
  • CTS Buffer Depth: 2
  • TritonCTS clock tree: yes
  • Clk slew on worst S/H paths: 0.05 ns
  • Root Driver: clkbuf_16
  • H-tree Lvls: 3
  • Cts repair resizes: 0
  • CTS Hold Bufs: 0
  • Worst-Skew Late Latency: 0.33 ns
  • Post-CTS Setup Inserts: 0
  • Number of CTS-inserted buffers: 9
  • Clock sink count: 64

Synthesis
  • Asr flop ratio synth: 100%
  • Seq share, synth: 22.5%
  • # Cells Yosys: 801
  • Post-synth EDFFs: 0
  • Netlist Area Pre-Place: 7110 µm²
  • Ys flop type: dfrtp_1
  • Syn avg cell area: 8.88 µm²
  • Yosys Warn Count: 1
  • Post-synth regs: 64
  • YS chip area: 7110 µm²
  • Synth Instances: 801
  • Synth cell types: 76

Worst setup path
  • Max FO, Critical Path: 5
  • CP Class: reg -> out
  • CP startpoint: s0[2]
  • Reg2reg start: s0[21]
  • CP required: 21.92 ns
  • Worst path arrival time: 7.92 ns
  • Element type at the critical path end: output pin
  • CP startpoint kind: flop

STA
  • Final worst slack: 14.00 ns
  • Period minus WS final: 13.40 ns
  • Setup Viol. Count Final: 0
  • Worst Max-Slew Pin Slew: 1.04 ns
  • Fmax: 74.6 MHz
  • Worst rel slew slack: 30.1%
  • Crit share post-route: 48.9%
  • Max Clock Skew: 0.00795 ns
  • Setup TNS: 0 ns
  • Final hold violations: 0
  • Max Slew Vio Count: 0
  • RSZ-0062 raised after global routing: false

Die
  • Die Span X: 135 µm
  • Core Util at FP: 41.0%
  • Core area: 17,400 µm²
  • # IOs: 35
  • Chip area: 18,300 µm²
  • Chip height: 135 µm
  • Rows: 48

Drt
  • WL final: 21,700 µm
  • Drt first pass iters: 5
  • Final ANT Viol Nets: 0
  • Vias per inst: 5.54
  • Drt wl/cell: 20.3 µm
  • DRC: 0
  • Vias: 5,932
  • DR iter-0 viols: 363
  • Antenna Cells: 0

GRT
  • Grt ovf: 0
  • First-pass GRT wire length: 33,600 µm
  • Antenna violations before repair: 0
  • GRT Util Overall: 25.6%
  • Largest net degree at the start of global routing: 53
  • Vias in the first global route: 5,611

Cells and area
  • Area growth from synthesis to layout: 13.2%
  • Share of cells above drive strength 1: 10.9%
  • Sequential Area: 1600 µm²
  • Gate Area: 5250 µm²
  • # fillers: 1,676

Worst hold path
  • Worst Hold Class: reg -> reg
  • Hold path start: s0[31]

Placement
  • GP Congestion: 1.00
  • Place WS: 14.49 ns
  • Count of input and output buffers: 34
  • Final HPWL DP: 17,500 µm

Run
  • Max-cap violations: 0
  • Log Warnings: 25
[final timing paths]
path / endpoint / slack, ns / depth (start not counted)
max: io_prng[31] / 14.00 / 24
min: s0[31] / 0.53 / 1
max reg2reg: s0[21] / 25.08 / 4
min reg2reg: s0[31] / 0.53 / 1
max in group asynchronous: s0[9] / 20.98 / 3
min in group asynchronous: s0[23] / 5.45 / 2
[routing by layer]
metal | GRT usage [%] | vias to the layer above | share of wire (%)
met1 | 39.0 | 2790 | 47
met5 | 0 | - | 0
met3 | 6.19 | 21 | 7.1
li1 | - | 2946 | -
met4 | 4.00 | 0 | 1.6
met2 | 38.1 | 175 | 45
[cells in the mapped netlist, drive strengths merged, types with 7 or more instances]
cell	n	area, µm²
ha	53	663
clkbuf	15	56.3
mux2	31	349
o21a	8	60.1
a211oi	7	57.6
nand3	18	90.1
xnor2	120	1120
nor2	67	251
and2	8	50.1
xor3	8	191
xnor3	9	204
a21oi	88	440
nor2b	10	62.6
o211ai	9	77.6
maj3	7	71.3
o21ai	28	144
nand2	45	169
xor2	23	220
dfrtp	63	1580
a31oi	12	87.6
a21o	25	188
o21bai	7	52.6
inv	52	195
nor3	10	50.1
nand2b	8	50.1
[kinds of logic (layout without fill, tap and decap cells)]
group                    count (synthesis)  count (layout)  synth area share [%]
flip-flops                              64              64                  22.5
adder cells (fa/ha/maj)                 62              62                  10.9
AND/OR/NAND/NOR                        192             192                  12.8
multiplexers                            31              31                  4.91
XOR/XNOR                               160             160                  24.4
AND-OR/OR-AND                          223             223                  20.8
buffers and inverters                   69             114                  3.64
[metrics by stage]
| stage | hold WS, ns | util, % | instance area, µm² | cells |
|---|---|---|---|---|
| after floorplan | 0.502 | - | 7110 | 801 |
| after global placement | 0.521 | 44.7 | 7760 | 1056 |
| after detailed placement | 0.525 | 44.7 | 7760 | 1056 |
| after CTS | 0.536 | 46.4 | 8050 | 1071 |
| after global routing | 0.570 | 46.4 | 8050 | 1071 |
| final | 0.534 | 46.4 | 8050 | 1071 |
[layout make-up]
cell class | count | area share [%]
Multi-Input combinational cell | 668 | 65.2
Sequential cell | 64 | 19.9
Timing Repair Buffer | 47 | 5.38
Tap cell | 225 | 3.50
Clock buffer | 11 | 3.01
Inverter | 52 | 2.42
Clock inverter | 4 | 0.559
[worst max-delay path: stages, from the launching register on]
cell	delay, ns
dfrtp_1	0.41
xnor2_1	0.76
xnor2_1	0.42
ha_1	0.37
a221oi_1	0.35
a21oi_1	0.15
o21ai_0	0.70
a311oi_1	0.25
nor3_1	0.36
o21ai_0	0.17
xor2_1	0.17
ha_1	0.35
a21oi_1	0.25
o21bai_1	0.09
a21oi_1	0.23
o21bai_1	0.10
a21oi_1	0.26
a31oi_1	0.10
o31ai_1	0.33
a31oi_1	0.24
o2111ai_1	0.33
nand2_1	0.15
a221oi_1	0.35
xnor2_1	0.19
clkdlybuf4s50_1	0.49
[registers in the layout, indices dropped and copies added, names as in the netlist]
| register | flops |
|---|---|
| s1 | 32 |
| s0 | 32 |
[cell usage in the layout (no fill, tap or decap), types with 6 or more instances in the layout]
| master | synthesis | routed |
|---|---|---|
| nor3_1 | 10 | 10 |
| o21a_1 | 8 | 8 |
| clkdlybuf4s50_1 | 0 | 33 |
| xor3_1 | 7 | 7 |
| nor2b_1 | 10 | 10 |
| o211ai_1 | 7 | 7 |
| ha_1 | 53 | 53 |
| a211oi_1 | 6 | 6 |
| o21ai_0 | 22 | 22 |
| inv_1 | 49 | 48 |
| nand2_1 | 45 | 45 |
| a21oi_1 | 88 | 88 |
| nand3_1 | 18 | 18 |
| xor2_1 | 22 | 22 |
| mux2_2 | 31 | 31 |
| maj3_1 | 6 | 6 |
| xnor3_1 | 8 | 8 |
| o21bai_1 | 7 | 7 |
| xnor2_2 | 7 | 7 |
| and2_1 | 8 | 8 |
| nand2b_1 | 8 | 8 |
| xnor2_1 | 112 | 112 |
| a21o_1 | 25 | 25 |
| clkbuf_16 | 0 | 9 |
| a31oi_1 | 10 | 10 |
| buf_4 | 0 | 13 |
| dfrtp_1 | 63 | 63 |
| nor2_1 | 67 | 67 |
