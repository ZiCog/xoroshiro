## ./run.sh

```bash
#!/bin/bash
# OpenROAD 26Q1-2900-gdf79404cd8, Yosys 0.63+post, stock flow scripts
make -C /OpenROAD-flow-scripts/flow DESIGN_CONFIG=/design/flow/config.mk WORK_HOME=/design/flow/orfs finish
```

## ./config.mk

```make
export PLATFORM = sky130hd
export DESIGN_NAME = Top
export DESIGN_NICKNAME = Top
export VERILOG_FILES = /design/flow/design.v
export SDC_FILE = /design/flow/constraint.sdc
export NUM_CORES = 4
export LEC_CHECK = 1
export CORE_UTILIZATION = 50
```

## ./constraint.sdc

```tcl
current_design Top

set clk_period 9.1
set clk_io_pct 0.2

create_clock -name clk0 -period $clk_period [get_ports {clock_50}]

set non_clock_inputs [all_inputs -no_clocks]
set_input_delay [expr $clk_period * $clk_io_pct] -clock clk0 $non_clock_inputs
set_output_delay [expr $clk_period * $clk_io_pct] -clock clk0 [all_outputs]
```

## ./design.v

```verilog
module Monostable (
      input   io_trigger,
      output  io_Q,
      input   clk,
      input   reset);
  reg  oldTrigger;
  assign io_Q = (io_trigger && (! oldTrigger));
  always @ (posedge clk or posedge reset) begin
    if (reset) begin
      oldTrigger <= 1'b0;
    end else begin
      oldTrigger <= io_trigger;
    end
  end
endmodule
module SlowClock (
      output  io_Q,
      input   clk,
      input   reset);
  reg [24:0] count;
  assign io_Q = ((count & (25'b1000000000000000000000000)) == (25'b0000000000000000000000000));
  always @ (posedge clk or posedge reset) begin
    if (reset) begin
      count <= (25'b0000000000000000000000000);
    end else begin
      count <= (count + (25'b0000000000000000000000001));
    end
  end
endmodule
module SwitchDebounce (
      input   io_D,
      output  io_Q,
      input   clk,
      input   reset);
  reg [15:0] timer;
  reg  q_;
  assign io_Q = q_;
  always @ (posedge clk or posedge reset) begin
    if (reset) begin
      timer <= (16'b0000000000000000);
      q_ <= 1'b0;
    end else begin
      if(io_D)begin
        if((! (timer == (16'b1111111111111111))))begin
          timer <= (timer + (16'b0000000000000001));
        end else begin
          q_ <= 1'b1;
        end
      end else begin
        if((! (timer == (16'b0000000000000000))))begin
          timer <= (timer - (16'b0000000000000001));
        end else begin
          q_ <= 1'b0;
        end
      end
    end
  end
endmodule
module Top (input clock_50, input[1:0] key, output[7:0] led, output P0, output P2);
    reg reset = 1;
    reg [7:0] resetCount = 0;
    always @(posedge clock_50)
    begin
        resetCount <= resetCount + 1;
        if (resetCount == 100) reset <= 0;
    end
	 wire [63:0] prng;
	 assign led[7:0] = prng[63:56];
    wire nextKey = !key[0];
	 wire debouncedNextKey;
	 wire next;
    wire sc;	 
    wire scdb;	 
    SlowClock slowClock (
        .clk(clock_50),
        .reset(reset),
        .io_Q(sc)
	 );
	 assign P0 = sc;
	 assign P2 = scdb;
	 SwitchDebounce slowClockDebounce (
        .clk(clock_50),
        .reset(reset),
        .io_D(sc),
        .io_Q(scdb)
    );
	 SwitchDebounce switchDebounce (
        .clk(clock_50),
        .reset(reset),
        .io_D(nextKey),
        .io_Q(debouncedNextKey)
    );
	 Monostable monostable (
        .clk(clock_50),
        .reset(reset),
		  .io_trigger(scdb),
		  .io_Q(next)
	 );
    Xoroshiro128StarStar xoroshiro128StarStar (
        .clk(clock_50),
        .reset(reset),
		  .io_next(next),
		  .io_prngHigh(prng[63:32]),
		  .io_prngLow(prng[31:0])
    );
endmodule
module Xoroshiro128StarStar (
      output [31:0] io_prngHigh,
      output [31:0] io_prngLow,
      input   io_next,
      input   clk,
      input   reset);
  wire [63:0] _zz_3;
  wire [63:0] _zz_4;
  wire [63:0] _zz_5;
  reg [63:0] s0;
  reg [63:0] s1;
  reg [63:0] p1;
  wire [63:0] s0_;
  wire [63:0] _zz_1;
  wire [63:0] s1_;
  wire [63:0] _zz_2;
  wire [63:0] prng;
  assign _zz_3 = ((s1 ^ s0) <<< 16);
  assign _zz_4 = (s0 <<< 2);
  assign _zz_5 = (p1 <<< 3);
  assign s0_ = (({s0[39 : 0],s0[63 : 40]} ^ (s1 ^ s0)) ^ _zz_3);
  assign _zz_1 = (s1 ^ s0);
  assign s1_ = {_zz_1[26 : 0],_zz_1[63 : 27]};
  assign _zz_2 = (_zz_4 + s0);
  assign prng = (_zz_5 + p1);
  assign io_prngHigh = prng[63 : 32];
  assign io_prngLow = prng[31 : 0];
  always @ (posedge clk or posedge reset) begin
    if (reset) begin
      s0 <= (64'b0000000000000000000000000000000000000000000000000000000000000001);
      s1 <= (64'b0000000000000000000000000000000000000000000000000000000000000000);
      p1 <= (64'b0000000000000000000000000000000000000000000000000000000000000000);
    end else begin
      if(io_next)begin
        s0 <= s0_;
        s1 <= s1_;
        p1 <= {_zz_2[56 : 0],_zz_2[63 : 57]};
      end
    end
  end
endmodule
```

==> results.yml <==
# yosys + openroad results
cells_and_area:
  number_of_filler_cells_placed_in_the_layout: 2891
  layout_top_cells_excl_fill_tap: "255 x sky130_fd_sc_hd__nand2_1, 242 x sky130_fd_sc_hd__xnor2_1, 234 x sky130_fd_sc_hd__dfrtp_1"
  most_frequent_logic_cell_in_the_layout: "sky130_fd_sc_hd__nand2_1"
  layout-area-overhead-vs-synth_pct: 8.188
  drive_gt1_frac: 0.04543
  finalNonFillerCells: 2291
placement:
  dp_cells: 2240
  place.gp.congestion: 0.9403
  dp.final_hpwl_um: 30300
  numPortBuffers: 10
detailed_routing:
  route.detailed.drc: 0
  first_iter_violations: 746
  drtAntennaViolNets: 0
  antennaDiodeCount: 0
  first_pass_iters: 5
  route.detailed.vias_per_inst: 5.550
  total_via_count_in_the_routed_design: 12710
  avgRoutedWirePerCell_um: 17.36
  routed_wl_um: 39770
setup_path:
  cp_cell_sequence: "ha_1 > a311oi_1 > o21bai_1 > a21o_1 > nand3_1 > a31oi_1 > o21ai_1 > o221ai_1 > a211o_1 > a21oi_1 > xnor2_1 > clkdlybuf4s50_1"
  reg2reg_to: "xoroshiro128StarStar.p1[59]"
  rr_startpoint: "xoroshiro128StarStar.s0[0]"
  cp-endpoint: "led[2]"
  cpMaxStageDelayCell: "sky130_fd_sc_hd__o21ai_1"
  critical-path-max-stage-delay_ns: 0.51
  worstSetupStartpointType: "flip-flop"
  combined_buffer_and_inverter_count_along_the_critical_path: 1
  worstPathArrival_ns: 4.23
  crit_fanout: 3
  crit_path_start: "xoroshiro128StarStar.p1[4]"
  reg2reg_setup_slack_ns: 5.62
  required_ns: 7.28
  worstSetupPathDepth: 12
  setup.worst_path.end_class: "primary output"
  r2r_cells: 13
  timing_worst_setup_path_type: "flip-flop to primary output"
  timing.critical_path.max_delay_family: "AND-OR/OR-AND gates"
sta:
  rsz0062_at_grt: "no"
  max_freq_ghz: 0.1653
  period_used_share: 0.6649
  worst_clock_skew_on_the_final_layout_ns: 0.02600
  report.final.slew_viol_count: 0
  period_minus_slack_ns: 6.050
  timing.final.setup_violations: 0
  timing_hold_violations_final: 0
  timing.max_slew.rel_slack: 0.4626
  fin_tns_setup_ns: 0
  timing_worst_slew_pin_value_ns: 0.8061
yosys:
  ys.warnings.count: 5
  mappedNetlistArea_um2: 16790
  dominant_register_cell: "sky130_fd_sc_hd__dfrtp_1"
  yosys_cells: 1855
  post_synth_inst_count: 1855
  synth_flop_count: 244
  synth-edff-count: 1
  yosysChipArea_um2: 16790
  synthDistinctLibCells: 80
  synthArstFlopShare: 0.9631
  ys_seq_frac: 0.3616
  synthesis.area_per_instance_um2: 9.053
run:
  tool_warnings: 28
  timing.max_cap.violations: 0
die:
  floorplan.die.height_um: 185.3
  die_x_um: 185.3
  overall_chip_area_um2: 34330
  core_region_area_um2: 32780
  pin_count: 13
  floorplan.initialDensity: 0.5123
  rows: 66
clock_tree:
  htree_num_levels: 1
  resized_cells_post_cts: 0
  clock_latency_on_the_worst_skew_pair_ns: 0.57
  tritoncts.num_buffers: 29
  post_cts_hold_buffer_count: 0
  clockBufferDepth: 3
  clock_tree_from_tritoncts: "done"
  clkTransAtPathRegs_ns: 0.06
  post-cts-setup-buffers: 0
  clock-sinks: 244
  clock_tree.root_cell: "sky130_fd_sc_hd__clkbuf_16"
worst_hold_path:
  hold_class: "flip-flop to flip-flop"
global_route:
  groute.usage.overall: 0.2530
  grt-ovfl-total: 0
  grt_antenna_before_repair: 0
  grt_first_pass_wirelength_um: 64970
  grt_max_degree: 98
  vias_in_the_first_global_route: 12040
pwr:
  power_density_nw_per_um2: 123.1
  total_power_w: 0.002236
  ir_worst_vdd_uv: 157.3
  cellLeakagePower_nw: 8.639
status:
  run_status: "finished, final reports clean"
per-layer routing:
layer | wire [µm] | GRT usage | up-vias
met5 | 0 | 0 | -
met4 | 901 | 0.04694 | 0
met3 | 1773 | 0.03988 | 46
met2 | 18000 | 0.3882 | 202
met1 | 19090 | 0.3934 | 5962
li1 | - | - | 6504
synthesized netlist by cell type, types with 6 or more instances:
cell type	instances	area, µm²
sky130_fd_sc_hd__ha_1	137	1714
sky130_fd_sc_hd__nor3_1	25	125.1
sky130_fd_sc_hd__nor2b_1	11	68.82
sky130_fd_sc_hd__dfxtp_1	8	160.2
sky130_fd_sc_hd__o21ai_0	171	855.8
sky130_fd_sc_hd__xnor2_1	242	2120
sky130_fd_sc_hd__a21oi_1	118	590.6
sky130_fd_sc_hd__nand4_1	40	250.2
sky130_fd_sc_hd__xor2_1	95	832.1
sky130_fd_sc_hd__and4_1	7	61.31
sky130_fd_sc_hd__o21bai_1	18	135.1
sky130_fd_sc_hd__o21a_1	15	112.6
sky130_fd_sc_hd__a21o_1	62	465.5
sky130_fd_sc_hd__and2_1	8	50.05
sky130_fd_sc_hd__nand2b_1	8	50.05
sky130_fd_sc_hd__dfrtp_1	234	5856
sky130_fd_sc_hd__nand2_1	255	957.2
sky130_fd_sc_hd__a211o_1	7	61.31
sky130_fd_sc_hd__a31oi_1	9	56.30
sky130_fd_sc_hd__nor2_1	79	296.5
sky130_fd_sc_hd__nand3_1	42	210.2
sky130_fd_sc_hd__o211ai_1	9	67.56
sky130_fd_sc_hd__a211oi_1	11	82.58
sky130_fd_sc_hd__o21ai_1	6	30.03
sky130_fd_sc_hd__buf_4	8	60.06
sky130_fd_sc_hd__a21boi_0	6	45.04
sky130_fd_sc_hd__inv_1	39	146.4
sky130_fd_sc_hd__buf_2	8	40.04
sky130_fd_sc_hd__nor4_1	11	68.82
sky130_fd_sc_hd__and3_1	22	137.6
sky130_fd_sc_hd__clkbuf_1	55	206.5
cells by family after synthesis:
logic type,share of synthesized area
AOI/OAI and AO/OA,0.1851
xor gates and xnor gates,0.1758
adders and majority gates,0.1045
buffers and inverters,0.02786
DFF,0.3616
muxes,0.002533
other,0.0002233
and+or+nand+nor,0.1425
flip-flops by register name, indices dropped and copies added, names as in the netlist, 8 cells and up:
name,count
resetCount,8
slowClock.count,25
slowClockDebounce.timer,16
xoroshiro128StarStar.p1,64
xoroshiro128StarStar.s0,64
xoroshiro128StarStar.s1,64
power by group:
group	leakage [nW]	internal (W)	switching (W)
sequential	3.31	0.00109	0
clock	0.476	0.000697	0.000453
combinational	4.86	0	0.0000000377
total	8.64	0.00178	0.000453
worst register-to-register path: stages, from the launching register on:
cell and delay (ns):
sky130_fd_sc_hd__dfstp_2 0.62, sky130_fd_sc_hd__ha_1 0.20, sky130_fd_sc_hd__inv_1 0.06, sky130_fd_sc_hd__fa_1 0.42, sky130_fd_sc_hd__nor2b_1 0.18, sky130_fd_sc_hd__o31a_1 0.22
sky130_fd_sc_hd__o21ai_1 0.10, sky130_fd_sc_hd__nand2_1 0.15, sky130_fd_sc_hd__a31oi_1 0.14, sky130_fd_sc_hd__o21bai_2 0.30, sky130_fd_sc_hd__a41oi_2 0.27, sky130_fd_sc_hd__o31ai_4 0.43
sky130_fd_sc_hd__xnor2_1 0.18, sky130_fd_sc_hd__o21ai_1 0.07
per-stage QoR:
stage | util | hold WS [ns] | setup slack (ns) | area (µm²)
3_5_place_dp | 0.5251 | 0.4308 | 3.654 | 17210
6_report | 0.5542 | 0.4408 | 3.050 | 18170
5_1_grt | 0.5542 | 0.4651 | 2.920 | 18170
2_1_floorplan | - | 0.3748 | 2.268 | 16790
3_3_place_gp | 0.5251 | 0.4219 | 3.636 | 17210
4_1_cts | 0.5542 | 0.4486 | 3.017 | 18170
final cells by class:
cell class | instances | area [µm²] | share of cell area
tap | 442 | 553.0 | 0.03044
multi-input combinational | 1497 | 10270 | 0.5655
clock inverter | 9 | 110.1 | 0.006060
inverter | 39 | 153.9 | 0.008471
clock buffer | 42 | 844.6 | 0.04648
timing repair buffer | 18 | 160.2 | 0.008815
sequential | 244 | 6072 | 0.3342
how the worst min path moves through the flow:
stage	from	cells after the start	to
after CTS	resetCount[0]	1	resetCount[0]
after global routing	resetCount[0]	1	resetCount[0]
final	resetCount[0]	1	resetCount[0]
Power and IR drop assume default switching activity.
